==> design/flow/config.mk <==
export PLATFORM = sky130hd
export DESIGN_NAME = top_iic
export DESIGN_NICKNAME = top_iic
export VERILOG_FILES = /design/flow/design.v
export SDC_FILE = /design/flow/constraint.sdc
export NUM_CORES = 4
export LEC_CHECK = 1
export CORE_UTILIZATION = 40
==> design/flow/constraint.sdc <==
current_design top_iic

set clk_period 7.3
set clk_io_pct 0.2

create_clock -name clk0 -period $clk_period [get_ports {sys_clk}]

set non_clock_inputs [all_inputs -no_clocks]
set_input_delay [expr $clk_period * $clk_io_pct] -clock clk0 $non_clock_inputs
set_output_delay [expr $clk_period * $clk_io_pct] -clock clk0 [all_outputs]
==> design/flow/design.v <==
module e2prom_ctrl(
    input               sys_clk,
    input               sys_rst_n,
    input               flag_done, 
    input [7:0]         data_read,
    output reg          start,  
    output              ctrl_w0_r1, 
    output reg [15:0]   addr,
    output reg [ 7:0]   data_write
    );
    localparam WAIT_TIME  = 19'd5_000;  
    localparam BYTE_DEPTH = 16; 
    reg  flag_write_over,flag_read_over;
    reg  flag_done_delay1, flag_done_delay2;  
    wire flag_done_posedge;
    reg [7:0]  memory [7:0];  
    reg [19:0]  wait_cnt;      
    reg [4:0]  wr_addr_cnt,rd_addr_cnt;
    always @(posedge sys_clk, negedge sys_rst_n) begin
        if (!sys_rst_n) begin
            start    <= 1'b0;
            wait_cnt <= 10'd0;
        end
        else if((!flag_done_posedge) && !flag_read_over)begin
            if (!ctrl_w0_r1) begin
                if (wait_cnt == (WAIT_TIME-1)) begin  
                    wait_cnt <= wait_cnt;
                    start    <= 1'b1;
                end
                else begin
                    wait_cnt <= wait_cnt + 1'b1;
                    start    <= start;
                end
            end
            else begin
                if (wait_cnt == (WAIT_TIME/20-1)) begin  
                    wait_cnt <= wait_cnt;
                    start    <= 1'b1;
                end
                else begin
                    wait_cnt <= wait_cnt + 1'b1;
                    start    <= start;
                end
            end
        end
        else if (flag_read_over) begin
            start    <= 1'b0;
        end
        else begin
            start    <= 1'b0;
            wait_cnt <= 10'd0;
        end
    end
    always @(posedge sys_clk, negedge sys_rst_n) begin
        if (!sys_rst_n) begin
            flag_done_delay1 <= 1'b0;
            flag_done_delay2 <= 1'b0;
        end
        else begin
            flag_done_delay1 <= flag_done;
            flag_done_delay2 <= flag_done_delay1;
        end
    end
    assign flag_done_posedge = flag_done && (!flag_done_delay2);
    assign ctrl_w0_r1 = flag_write_over;  
    always @(posedge sys_clk, negedge sys_rst_n) begin
        if (!sys_rst_n) begin
           flag_write_over  <= 1'b0;
           addr             <= 16'b0;
           data_write       <= 8'b0;
           wr_addr_cnt      <= 4'd0;
           rd_addr_cnt      <= 4'd0;
           flag_read_over   <= 1'b0;
        end
        else if (!ctrl_w0_r1) begin   
            if (flag_done_posedge)  begin
                if (wr_addr_cnt==4'd1) begin
                    wr_addr_cnt   <= 4'd0;
                    addr       <= addr + 1'b1;
                    data_write <= data_write + 1'b1;
                end
                else begin
                    wr_addr_cnt   <= wr_addr_cnt + 1'b1;
                    addr       <= addr;
                    data_write <= data_write;
                end
                if(addr == BYTE_DEPTH-1) begin  
                    flag_write_over <= ~flag_write_over;
                    addr            <= 16'b0;
                end
                else 
                    flag_write_over <= flag_write_over;
            end
            else begin
               addr       <= addr;
               data_write <= data_write;
            end
        end
        else begin  
            data_write <= 8'bZ;
            if (flag_done_posedge)  begin
                if (rd_addr_cnt==4'd1) begin
                    rd_addr_cnt  <= 4'd0;
                    memory[addr] <= data_read;  
                    addr         <= addr + 1'b1;
                end
                else begin
                    rd_addr_cnt   <= rd_addr_cnt + 1'b1;
                    addr          <= addr;
                end
                if(addr == BYTE_DEPTH) begin  
                    flag_read_over <= 1'b1;
                    addr           <= 16'bz;
                end
                else 
                    flag_write_over <= flag_write_over;
            end
            else 
               addr <= addr;           
        end
    end
endmodule
module i2c_drive(
    input               sys_clk,
    input               sys_rst_n,
    input               start,  
    input               ctrl_w0_r1,
    input [15:0]        addr,
    input [7:0]         data_write,
    output reg          scl,
    inout               sda,
    output reg          flag_done,  
    output reg [7:0]    data_read
    );
    parameter  SLAVE_ADDRESS    =  7'b1010_000   ;  
    parameter  SYSTEM_CLK       =  26'd50_000_000 ;  
    parameter  IIC_CLK          =  26'd250_000    ;  
    parameter  DIV_FREQ_FACTOR  =  SYSTEM_CLK/IIC_CLK;  
    parameter  ADDR_WIDTH       =  1'b1;  
    localparam IDLE             = 10'b00_0000_0001;
    localparam SLAVE_ADDR       = 10'b00_0000_0010;
    localparam ROM_ADDR16       = 10'b00_0000_0100;
    localparam ROM_ADDR8        = 10'b00_0000_1000;
    localparam DATA_WR          = 10'b00_0001_0000;
    localparam SLAVE_ADDR_RD    = 10'b00_0010_0000;
    localparam DATA_RD          = 10'b00_0100_0000;
    localparam STOP             = 10'b00_1000_0000;
    reg          drive_clk;
    reg [14:0]   cnt_div, cnt_div_half;     
    reg [9:0]    cnt_scl;     
    reg [9:0]   current_state, next_state;
    reg         flag_ack; 
    reg         flag_state_done; 
    reg [7:0]   data_read_temp;
    reg         sda_transmit_en, sda_transmit;
    wire        sda_receive;
    assign      sda = sda_transmit_en ? sda_transmit : 1'bz;  
    assign      sda_receive = sda_transmit_en ? 1'bz : sda;   
    always @(posedge sys_clk, negedge sys_rst_n) begin
        if (!sys_rst_n) begin
            cnt_div         <= 15'd0;
            drive_clk       <= 1'b1;
            scl             <= 1'b1;
        end
        else if (start)begin  
            if (cnt_div == (DIV_FREQ_FACTOR/8*1-1)) begin
                drive_clk <= ~drive_clk;
                cnt_div   <= cnt_div + 1'd1;
            end
            else if (cnt_div == (DIV_FREQ_FACTOR/8*2-1)) begin
                drive_clk <= ~drive_clk;
                cnt_div   <= cnt_div + 1'd1;
            end
            else if (cnt_div == (DIV_FREQ_FACTOR/8*3-1)) begin
                drive_clk <= ~drive_clk;
                cnt_div   <= cnt_div + 1'd1;
            end
            else if (cnt_div == (DIV_FREQ_FACTOR/8*4-1)) begin
                drive_clk       <= ~drive_clk;
                scl             <= ~scl;
                cnt_div         <= 15'd0;
            end
            else begin
                cnt_div   <= cnt_div + 1'd1;
                drive_clk <= drive_clk;
                scl       <= scl;
            end
        end
        else begin
            cnt_div    <= 15'd0;
            drive_clk  <= 1'b1;
            scl        <= 1'b1;
        end
    end
    always @(posedge sys_clk, negedge sys_rst_n) begin
        if (!sys_rst_n) 
            current_state <= IDLE;
        else 
            current_state <= next_state;
    end
    always @(posedge drive_clk, negedge sys_rst_n) begin
        if (!sys_rst_n) begin
            cnt_scl         <= 10'd0;
            sda_transmit_en <= 1'b1;
            sda_transmit    <= 1'b1; 
            flag_done       <= 1'b0;
            flag_ack        <= 1'b0;
            next_state      <= IDLE;
            data_read_temp  <= 8'bz;
            data_read       <= 8'bz;
        end
        else begin
            cnt_scl = cnt_scl + 1'd1;  
            case(current_state)
                IDLE:begin
                    flag_done       <= 1'b0;
                    cnt_scl         <= 10'd0;
                    sda_transmit    <= 1'b0;
                    if(start) 
                        next_state <= SLAVE_ADDR;
                    else 
                        next_state <= current_state;
                end
                SLAVE_ADDR:begin
                    case (cnt_scl)
                        10'd1:  sda_transmit_en <= 1'b1;
                        10'd2:  sda_transmit <= SLAVE_ADDRESS[6];  
                        10'd6:  sda_transmit <= SLAVE_ADDRESS[5];
                        10'd10: sda_transmit <= SLAVE_ADDRESS[4];
                        10'd14: sda_transmit <= SLAVE_ADDRESS[3];
                        10'd19: sda_transmit <= SLAVE_ADDRESS[2];
                        10'd23: sda_transmit <= SLAVE_ADDRESS[1];
                        10'd27: sda_transmit <= SLAVE_ADDRESS[0];
                        10'd31: sda_transmit <= 1'b0;  
                        10'd34: sda_transmit_en <= 1'b0; 
                        10'd36: begin 
                            if (!sda_receive)  
                                flag_ack <= 1'b1;
                            else 
                                flag_ack <= 1'b0;
                        end
                        10'd37: begin
                            flag_ack <= 1'b0; 
                            cnt_scl  <= 10'd0;
                        end
                        default: sda_transmit <= sda_transmit;
                    endcase
                    if (flag_ack) begin
                        if(ADDR_WIDTH) 
                            next_state <= ROM_ADDR16;
                        else 
                            next_state <= ROM_ADDR8;                      
                    end
                    else 
                        next_state <= current_state;
                end
                ROM_ADDR16:begin
                    case (cnt_scl)
                        10'd1:  begin
                                sda_transmit_en = 1'b1;
                                sda_transmit = addr[15];  
                        end
                        10'd5:  sda_transmit <= addr[14]; 
                        10'd9:  sda_transmit <= addr[13];
                        10'd13: sda_transmit <= addr[12];
                        10'd17: sda_transmit <= addr[11];
                        10'd21: sda_transmit <= addr[10];
                        10'd25: sda_transmit <= addr[9];
                        10'd29: sda_transmit <= addr[8];
                        10'd33: sda_transmit_en <= 1'b0; 
                        10'd35: begin 
                            if (!sda_receive)  
                                flag_ack <= 1'b1;
                            else 
                                flag_ack <= 1'b0;
                        end
                        10'd36: begin
                            flag_ack <= 1'b0; 
                            cnt_scl  <= 10'd0;
                        end
                        default: sda_transmit <= sda_transmit;
                    endcase
                    if(flag_ack) 
                        next_state <= ROM_ADDR8;                    
                    else 
                        next_state <= current_state;
                end
                ROM_ADDR8:begin
                    case (cnt_scl)
                        10'd1:  begin
                                sda_transmit_en = 1'b1;
                                sda_transmit = addr[7]; 
                        end 
                        10'd5:  sda_transmit <= addr[6];  
                        10'd9:  sda_transmit <= addr[5];
                        10'd13: sda_transmit <= addr[4];
                        10'd17: sda_transmit <= addr[3];
                        10'd21: sda_transmit <= addr[2];
                        10'd25: sda_transmit <= addr[1];
                        10'd29: sda_transmit <= addr[0];
                        10'd33: sda_transmit_en <= 1'b0; 
                        10'd35: begin 
                            if (!sda_receive)  
                                flag_ack = 1'b1;
                            else 
                                flag_ack = 1'b0;
                        end
                        10'd36: begin
                            if (flag_ack) begin
                                if(!ctrl_w0_r1) 
                                    next_state <= DATA_WR;
                                else 
                                    next_state <= SLAVE_ADDR_RD;
                            end
                            else 
                                next_state <= current_state;
                            flag_ack <= 1'b0; 
                            cnt_scl  <= 10'd0;
                        end
                        default: sda_transmit <= sda_transmit;
                    endcase
                end
                DATA_WR:begin
                    case (cnt_scl)
                        10'd1:  begin
                                sda_transmit_en = 1'b1;
                                sda_transmit = data_write[7];  
                        end
                        10'd5:  sda_transmit <= data_write[6]; 
                        10'd9:  sda_transmit <= data_write[5];
                        10'd13: sda_transmit <= data_write[4];
                        10'd17: sda_transmit <= data_write[3];
                        10'd21: sda_transmit <= data_write[2];
                        10'd25: sda_transmit <= data_write[1];
                        10'd29: sda_transmit <= data_write[0];
                        10'd33: sda_transmit_en <= 1'b0; 
                        10'd35: begin 
                            if (!sda_receive)  
                                flag_ack <= 1'b1;
                            else 
                                flag_ack <= 1'b0;
                        end
                        10'd36: begin
                            flag_ack <= 1'b0; 
                            cnt_scl  <= 10'd0;
                        end
                        default: sda_transmit <= sda_transmit;
                    endcase
                    if(flag_ack) 
                        next_state <= STOP;                   
                    else 
                        next_state <= current_state;
                end
                SLAVE_ADDR_RD:begin
                    case (cnt_scl)
                        10'd1:begin
                                sda_transmit_en <= 1'b1;
                                sda_transmit    <= 1'b1; 
                        end
                        10'd3:  sda_transmit <= 1'b0;
                        10'd5:  sda_transmit <= SLAVE_ADDRESS[6];  
                        10'd9:  sda_transmit <= SLAVE_ADDRESS[5];
                        10'd13: sda_transmit <= SLAVE_ADDRESS[4];
                        10'd17: sda_transmit <= SLAVE_ADDRESS[3];
                        10'd21: sda_transmit <= SLAVE_ADDRESS[2];
                        10'd25: sda_transmit <= SLAVE_ADDRESS[1];
                        10'd29: sda_transmit <= SLAVE_ADDRESS[0];
                        10'd33: sda_transmit <= 1'b1;  
                        10'd37: sda_transmit_en <= 1'b0; 
                        10'd39: begin 
                            if (!sda_receive)  
                                flag_ack <= 1'b1;
                            else 
                                flag_ack <= 1'b0;
                        end
                        10'd40: begin
                            flag_ack <= 1'b0; 
                            cnt_scl  <= 10'd0;
                        end
                        default: sda_transmit <= sda_transmit;
                    endcase
                    if(flag_ack) 
                        next_state <= DATA_RD;
                    else 
                        next_state <= current_state; 
                end
                DATA_RD:begin
                    case (cnt_scl)
                        10'd1:   sda_transmit_en <= 1'b0;
                        10'd3:   data_read_temp[7] <= sda_receive;  
                        10'd7:   data_read_temp[6] <= sda_receive; 
                        10'd11:  data_read_temp[5] <= sda_receive; 
                        10'd15:  data_read_temp[4] <= sda_receive; 
                        10'd19:  data_read_temp[3] <= sda_receive;  
                        10'd23:  data_read_temp[2] <= sda_receive; 
                        10'd27:  data_read_temp[1] <= sda_receive;
                        10'd31:  data_read_temp[0] <= sda_receive;
                        10'd33:  sda_transmit_en <= 1'b1; 
                        10'd35: begin 
                            if (sda) begin 
                                flag_ack <= 1'b1;
                                data_read <= data_read_temp;
                            end
                            else 
                                flag_ack <= 1'b0;
                        end
                        10'd36: begin
                            cnt_scl   <= 10'd0;
                            flag_ack  <= 1'b0;
                        end
                        default: sda_transmit <= sda_transmit;
                    endcase
                    if(flag_ack) 
                        next_state <= STOP;
                    else 
                        next_state <= current_state;
                end
                STOP:begin
                    case (cnt_scl)
                        10'd1:begin
                            sda_transmit_en = 1'b1;  
                            sda_transmit = 1'b0;
                        end 
                        10'd3: begin 
                            flag_done = 1'b1;
                            sda_transmit <= 1'b1;
                            cnt_scl  <= 10'd0;
                        end
                        default: sda_transmit <= sda_transmit;
                    endcase
                    if(flag_done) 
                        next_state <= IDLE;
                    else 
                        next_state <= current_state;
                end
                default: begin
                        sda_transmit <= sda_transmit;
                        next_state   <= IDLE;
                end
            endcase
        end
    end
endmodule
module top_iic(
    input sys_clk,
    input sys_rst_n,
    output scl,
    inout  sda
    );
    parameter  SLAVE_ADDRESS    =  7'b1010_000    ;  
    parameter  SYSTEM_CLK       =  26'd50_000_000 ;  
    parameter  IIC_CLK          =  26'd250_000    ;  
    parameter  DIV_FREQ_FACTOR  =  SYSTEM_CLK/IIC_CLK/2;  
    parameter  ADDR_WIDTH       =  1'b1;  
    wire        start;
    wire        ctrl_w0_r1;
    wire [15:0] addr;
    wire [7:0]  data_write;
    wire        flag_done;
    wire [7:0]  data_read;
    e2prom_ctrl inst_e2prom_ctrl
    (
        .sys_clk    (sys_clk),
        .sys_rst_n  (sys_rst_n),
        .flag_done  (flag_done),
        .data_read  (data_read),
        .start      (start),
        .ctrl_w0_r1 (ctrl_w0_r1),
        .addr       (addr),
        .data_write (data_write)
    );
    i2c_drive #(
        .SLAVE_ADDRESS  (SLAVE_ADDRESS),
        .SYSTEM_CLK     (SYSTEM_CLK),
        .IIC_CLK        (IIC_CLK),
        .DIV_FREQ_FACTOR(DIV_FREQ_FACTOR),
        .ADDR_WIDTH     (ADDR_WIDTH)
    ) inst_i2c_drive (
        .sys_clk    (sys_clk),
        .sys_rst_n  (sys_rst_n),
        .start      (start),
        .ctrl_w0_r1 (ctrl_w0_r1),
        .addr       (addr),
        .data_write (data_write),
        .scl        (scl),
        .sda        (sda),
        .flag_done  (flag_done),
        .data_read  (data_read)
    );
endmodule
==> design/flow/run.sh <==
#!/bin/bash
# OpenROAD 26Q1-2900-gdf79404cd8, Yosys 0.63+post, stock flow scripts
make -C /OpenROAD-flow-scripts/flow DESIGN_CONFIG=/design/flow/config.mk WORK_HOME=/design/flow/orfs finish
==> out/summary.txt <==
YS chip area - 6130 um2
Die Y - 126 um
Max clock buf depth - 2
Synth Seq Share - 44.6%
Avg Cell Area, Syn - 9.45 um2
Mapped Area - 6130 um2
FFs w/ async S/R, synth - 100%
Final HPWL DP - 8.79 mm
Init Core Util - 41.6%
Postcts setup bufs - 0
Synth flops - 109
Yosys cell count - 649
Outcome - did not finish
Failed at - clock tree synthesis
Synth Flop Type - dfrtp_1
Final RePlAce weighted congestion - 0.873
Yosys top cell by instances - dfrtp_1
EDFF count, synth - 0
Top area cell types - dfrtp_1 (42%), nor2_1 (5.4%), xnor2_1 (5.3%)
Post-synth top area share - 42.4%
Number of H-tree levels - 3
Die Wd - 126 um
Clock root cell - clkbuf_16
Register pins left without a clock - 23
I/O Buffers - 2
CTS Hold Bufs - 0
Synth Instances - 649
Num CTS Buffers - 9
Post_cts resized - 0
Synth area leader - dfrtp_1
Core Rows - 44
Cell Type Count - 72
Number of unconstrained endpoints - 35
Top cells by count - dfrtp_1 (104), nor2_1 (89), nand2_1 (60), xnor2_1 (37), nand3_1 (36)
Yosys warns - 9
I/O Pins - 4
Error msg - [error] [KeplerFormal.cpp:679] Workflow failed: Iso has multiple drivers: .sda0, sda$_DFFE_PN1P_.Q0
-- stage by stage --
stage / setup WS, ns / instances / cell area (um2)
2_1_floorplan: 4.94 / 649 / 6130
3_3_place_gp: 4.44 / 817 / 6310
3_5_place_dp: 4.40 / 817 / 6310
-- cells by family after synthesis --
logic type | Yosys count | synth area share [%]
compound gates | 99 | 11.2
simple gates | 305 | 26.2
flops | 109 | 44.6
fa+ha+maj | 15 | 3.06
buf+inv | 37 | 2.57
mux | 13 | 2.24
xor+xnor | 71 | 10.1
